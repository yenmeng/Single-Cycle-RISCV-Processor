File: flow/config.mk
export PLATFORM = sky130hd
export DESIGN_NAME = HW4
export DESIGN_NICKNAME = HW4
export VERILOG_FILES = /design/flow/design.v
export SDC_FILE = /design/flow/constraint.sdc
export NUM_CORES = 4
export LEC_CHECK = 1
export CORE_AREA = 10 10 83 83
export DIE_AREA = 0 0 93 93
File: flow/constraint.sdc
current_design HW4

set clk_period 4.3
set clk_io_pct 0.2

create_clock -name clk0 -period $clk_period

set non_clock_inputs [all_inputs -no_clocks]
set_input_delay [expr $clk_period * $clk_io_pct] -clock clk0 $non_clock_inputs
set_output_delay [expr $clk_period * $clk_io_pct] -clock clk0 [all_outputs]
File: flow/design.v
module HW3(clk,
            rst_n,
            mem_addr_I,
            mem_rdata_I,
			instruction_type,
			instruction_format,
			);
    input         clk, rst_n        	;
    output [31:2] mem_addr_I     		;
    input  [31:0] mem_rdata_I       	;
	output reg [22:0] instruction_type  ;
	output reg [ 4:0] instruction_format;
always @(*) begin
	instruction_format = 'b0;
	instruction_type = 'b0;
	if (!rst_n) begin
		instruction_format = 'b0;
		instruction_type = 'b0;
	end
	else begin
		case(mem_rdata_I[6:0])
			7'b0110011: begin
                instruction_format = 5'b10000;
                case(mem_rdata_I[14:12])
                    3'b000:
                        case(mem_rdata_I[31:25])
                            7'b0000000: instruction_type = {14'b0,1'b1,8'b0};  
                            7'b0100000: instruction_type = {15'b0,1'b1,7'b0};  
                            default: instruction_type = 'b0;
                        endcase
                    3'b001: instruction_type = {16'b0,1'b1,6'b0};  
                    3'b010: instruction_type = {17'b0,1'b1,5'b0};  
                    3'b100: instruction_type = {18'b0,1'b1,4'b0};  
                    3'b101:
                        case(mem_rdata_I[31:25])
                            7'b0000000: instruction_type = {19'b0,1'b1,3'b0};  
                            7'b0100000: instruction_type = {20'b0,1'b1,2'b0};  
                            default: instruction_type = 'b0;
                        endcase
                    3'b110: instruction_type = {21'b0,1'b1,1'b0};  
                    3'b111: instruction_type = {22'b0,1'b1};  
                    default: instruction_type = 'b0;
				endcase
      		end
			7'b0100011: begin
        		instruction_format = 5'b00100;
            	instruction_type = {5'b0,1'b1,17'b0};  
			end
			7'b1100011: begin
            	instruction_format = 5'b00010;
            	case(mem_rdata_I[14:12])
            		3'b000:	instruction_type = {2'b0,1'b1,20'b0};  
           			3'b001:	instruction_type = {3'b0,1'b1,19'b0};  
            	endcase
			end
			7'b1101111: begin
            	instruction_format = 5'b00001;
            	instruction_type = {1'b1,22'b0};  
			end
			default: begin
				instruction_format = 5'b01000;
				case(mem_rdata_I[6:0])
					7'b1100111: instruction_type = {1'b0,1'b1,21'b0};  
					7'b0000011: instruction_type = {4'b0,1'b1,18'b0};  
				default:
					case(mem_rdata_I[14:12])
						3'b000: instruction_type = {6'b0,1'b1,16'b0};  
						3'b001: instruction_type = {11'b0,1'b1,11'b0};  
						3'b010: instruction_type = {7'b0,1'b1,15'b0};  
						3'b100: instruction_type = {8'b0,1'b1,14'b0};  
						3'b101:
							case(mem_rdata_I[31:25])
								7'b0000000: instruction_type = {12'b0,1'b1,10'b0};  
								7'b0100000: instruction_type = {13'b0,1'b1,9'b0};  
								default: instruction_type = 'b0;
							endcase
		  				3'b110: instruction_type = {9'b0,1'b1,13'b0};  
						3'b111: instruction_type = {10'b0,1'b1,12'b0};  
						default: instruction_type = 'b0;
					endcase
				endcase
			end
		endcase
	end
end
endmodule
module HW4(clk,rst_n,mem_rdata_I,ctrl_signal,immediate);
input              clk, rst_n;
input       [31:0] mem_rdata_I;
output reg  [11:0] ctrl_signal;
output reg  [31:0] immediate;
wire [22:0]  instruction_type;
wire [4:0]   instruction_format;
HW3 decoder(.clk(clk), 
            .rst_n(rst_n),
            .mem_rdata_I(mem_rdata_I), 
            .instruction_type(instruction_type), 
            .instruction_format(instruction_format));
always@(*) begin
    if(!rst_n) begin
        ctrl_signal = 0;
        immediate = 0;
    end
    else begin 
        ctrl_signal = 0;
        if (instruction_format[4]) begin  
            immediate = 0;
            ctrl_signal[5] = 1'b1;
            if (instruction_type[8]) begin  
                ctrl_signal[3:0] = 0; 
            end
            else if (instruction_type[7]) begin  
                ctrl_signal[3:0] = 4'b1000; 
            end
            else if (instruction_type[6]) begin  
                ctrl_signal[3:0] = 4'b0001; 
            end
            else if (instruction_type[5]) begin  
                ctrl_signal[3:0] = 4'b0010; 
            end
            else if (instruction_type[4]) begin  
                ctrl_signal[3:0] = 4'b0100; 
            end
            else if (instruction_type[3]) begin  
                ctrl_signal[3:0] = 4'b0101; 
            end
            else if (instruction_type[2]) begin  
                ctrl_signal[3:0] = 4'b1101; 
            end
            else if (instruction_type[1]) begin  
                ctrl_signal[3:0] = 4'b0110; 
            end
            else begin  
                ctrl_signal[3:0] = 4'b0111; 
            end
        end
        else if (instruction_format[3]) begin  
            immediate = {{20{mem_rdata_I[31]}},mem_rdata_I[31:20]};
            ctrl_signal[4] = 1'b1;
            ctrl_signal[5] = 1'b1;
            if (instruction_type[21]) begin  
                ctrl_signal[10] = 1'b1; 
            end
            else if (instruction_type[18]) begin  
                ctrl_signal[8] = 1'b1; 
                ctrl_signal[6] = 1'b1;
                ctrl_signal[3:0] = 0; 
            end
            else if (instruction_type[16]) begin  
                ctrl_signal[3:0] = 0;
            end
            else if (instruction_type[15]) begin  
                ctrl_signal[3:0] = 4'b0010;
            end
            else if (instruction_type[14]) begin  
                ctrl_signal[3:0] = 4'b0100;
            end
            else if (instruction_type[13]) begin  
                ctrl_signal[3:0] = 4'b0110;
            end
            else if (instruction_type[12]) begin  
                ctrl_signal[3:0] = 4'b0111;
            end
            else if (instruction_type[11]) begin  
                ctrl_signal[3:0] = 4'b0001;
            end
            else if (instruction_type[10]) begin  
                ctrl_signal[3:0] = 4'b0101;
            end
            else begin  
                ctrl_signal[3:0] = 4'b1101;
            end
        end
        else if (instruction_format[2]) begin  
            immediate = {{20{mem_rdata_I[31]}},mem_rdata_I[31:25],mem_rdata_I[11:7]};
            ctrl_signal[7] = 1'b1;
            ctrl_signal[4] = 1'b1;
            ctrl_signal[3:0] = 0; 
        end
        else if (instruction_format[1]) begin  
            immediate = {{20{mem_rdata_I[31]}},mem_rdata_I[31],mem_rdata_I[7],mem_rdata_I[30:25],mem_rdata_I[11:8],1'b0};
            ctrl_signal[9] = 1'b1; 
            if (instruction_type[20]) ctrl_signal[3:0] = 4'b1000;  
            else if (instruction_type[19]) ctrl_signal[3:0] = 4'b1001;  
        end
        else begin  
            immediate = {{11{mem_rdata_I[31]}},mem_rdata_I[31],mem_rdata_I[19:12],mem_rdata_I[20],mem_rdata_I[30:21],1'b0};
            ctrl_signal[11] = 1'b1; 
            ctrl_signal[5] = 1'b1; 
        end
    end
end
endmodule
File: flow/run.sh
#!/bin/bash
# OpenROAD 26Q1-2900-gdf79404cd8, Yosys 0.63+post, stock flow scripts
make -C /OpenROAD-flow-scripts/flow DESIGN_CONFIG=/design/flow/config.mk WORK_HOME=/design/flow/orfs finish
==> results_slide.txt <==
Implementation Results

Yosys
  – Synth Area per Inst: slightly below 7 um^2
  – Cell type with the largest total area: buf_4
  – Cell count in the Yosys report: 105
  – Mapped Area: 727 um^2
  – Synth warn: 2
  – Seq share, synth: 0
  – Cell area leaders: buf_4 (12%), a21o_1 (9.3%), and2_1 (6.9%)
  – Top cell area share: 0.124
  – Synthesis area per yosys: approximately 730 um^2
  – Gate Count Post-Synth: approximately 110
  – Yosys cell types: 38

Floorplanning
  – Core footprint: 5140 um^2
  – Die Span Y: 93 um
  – FP Core Util: 0.141
  – Cell row count: 26
  – IO Pins: 78
  – Full die area: 8650 um^2
  – Die W: slightly above 90 um

Timing
  – Max_slew headroom: 0.606
  – Final hold vios: 0
  – Fmax: around 0.26 GHz
  – Fin crit share: 0.901
  – Setup_tns: 0 ns
  – Pins Over Slew Limit: 0
  – Worst slew pin tran: 0.585 ns
  – RSZ-0062 raised after global routing: false
  – Min cycle time layout: between 3 and 4 ns
  – Final setup viols: 0

Clock network
  – Hold-fix buffers at CTS: 0
  – Setup Fix Bufs, Post-CTS: 0
  – Post-cts resize count: 0

Layout
  – P&R area growth vs syn: 103%
  – FF+latch count: 0
  – Final Util: 0.287
  – Design area: 1480 um^2
  – CLK BUF: 0
  – Most numerous logic cell after layout: clkdlybuf4s50_1
  – Most frequent cells in the layout: clkdlybuf4s50_1 (77), nor2_1 (11), a21o_1 (9), and2_1 (8), nand2_1 (7)
  – Layout cells sized above 1: 0.0539
  – Register area: 0 um^2

Routing
  – Detail-routed net length per standard cell: between 10 and 15 um
  – N_diodes: 0
  – Starting DRT DRC Count: just under 50
  – Via count: 969
  – # DRC: 0
  – Post-route antenna net violation count: 0
  – DR vias/cell: roughly 4.1
  – Total Routed Length: about 3.4 mm
  – Drt pass-1 iters: 4

Placed design
  – Placement-stage cell area: about 1500 um^2
  – Gpl congestion: 0.829
  – Hpwl dp: about 3.0 mm
  – PortBufs: 77

Critical path
  – Setup crit end kind: output port
  – CP required: 3.44 ns
  – Worst-path maximum fanout: 9
  – Worst path arrival time: 3.01 ns
  – CP startpoint kind: input port
  – Critical path class: in2out

Pwr
  – Leakage power total: about 0.6 nW
  – Overall Power: 0.114 mW
  – Cell Pwr Density: between 70 and 80 nW/um^2
  – VDD IR-drop max: approximately 0.029 mV

Worst hold path
  – Hold Crit Class: in2out

GRT
  – GRT Util Overall: 0.0762
  – First-pass GRT wire length: 5.46 mm
  – Initial antenna violation count: 0
  – Vias in the first global route: 983
  – Gr ovfl total: 0
  – Largest net degree at the start of global routing: 13

Run
  – Max Cap Violations: 0
  – Tool warning count: 33

Outcome
  – Outcome: completed
[cell families (layout without fill, tap and decap cells)]
kind of cell / count (synthesis) / after routing / share of synthesized area
buf+inv: 22 / 84 / 0.201
simple gates: 49 / 49 / 0.413
xor+xnor: 3 / 3 / 0.0362
mux: 5 / 5 / 0.0706
compound gates: 26 / 26 / 0.279
[power breakdown]
group	switching (mW)	leakage (nW)	total, mW	internal, mW
logic	0.0384	0.595	0.114	0.0758
clock network	0	0	0	0
registers	0	0	0	0
[worst paths after layout]
path            start        endpoint  cells after the start  slack (ns)
min   mem_rdata_I[15]   immediate[15]                      3        2.66
max    mem_rdata_I[1]  ctrl_signal[3]                      6        0.43
[per-stage QoR]
stage	setup WS (ns)	instances	hold WS (ns)
after floorplan	1.51	105	1.75
after global placement	0.426	237	2.67
after detailed placement	0.436	237	2.67
after CTS	0.434	237	2.68
after global routing	0.246	237	2.71
final	0.426	237	2.66
[layout make-up]
type                       count  area (um^2)
fill                         599         3660
inverter                       4         15.0
multi-input combinational     83          581
timing repair buffer          80          793
tap                           70         87.6
[synthesized netlist by cell type, types with 2 or more instances]
cell and number:
nor2_1 11, buf_6 2, nand2_1 7, and2_1 8, nor3_1 2, xor2_1 2, buf_4 12, and3_1 4
buf_2 2, o21ai_0 2, a21o_1 9, o21a_1 3, a31oi_1 2, nor4_1 3, inv_1 4, nand3_1 5
nor4b_1 2, o22ai_1 2, mux2i_1 4
[per-layer routing]
metal,GRT usage,up-vias,share of wire
met1,0.0959,426,0.44
met3,0.0355,0,0.12
met4,0,0,0
met2,0.124,42,0.45
met5,0,-,0
li1,-,501,-
[worst max-delay path, stage by stage]
cell	delay, ns
clkdlybuf4s50_1	0.48
and3_1	0.30
a41oi_2	0.43
o41ai_1	0.22
o211ai_1	0.22
clkdlybuf4s50_1	0.50
No activity file was given, so power comes from the tool's default toggle rates.
